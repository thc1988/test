File: /design/flow/run.sh
#!/bin/bash
# OpenROAD 26Q1-2900-gdf79404cd8, Yosys 0.63+post, stock flow scripts
make -C /OpenROAD-flow-scripts/flow DESIGN_CONFIG=/design/flow/config.mk WORK_HOME=/design/flow/orfs finish
File: /design/flow/config.mk
export PLATFORM = sky130hd
export DESIGN_NAME = UART
export DESIGN_NICKNAME = UART
export VERILOG_FILES = /design/flow/design.v
export SDC_FILE = /design/flow/constraint.sdc
export NUM_CORES = 4
export LEC_CHECK = 1
export CORE_UTILIZATION = 30
File: /design/flow/constraint.sdc
current_design UART

set clk_period 3.1
set clk_io_pct 0.2

create_clock -name clk0 -period $clk_period [get_ports {Clock}]

set non_clock_inputs [all_inputs -no_clocks]
set_input_delay [expr $clk_period * $clk_io_pct] -clock clk0 $non_clock_inputs
set_output_delay [expr $clk_period * $clk_io_pct] -clock clk0 [all_outputs]
File: /design/flow/design.v
module	IORegister(Clock, Reset, Set, Enable, In, Out);
	parameter				Width = 				32,
							Initial =				{Width{1'bx}},
							AsyncReset =			0,
							AsyncSet =				0,
							ResetValue =			{Width{1'b0}},
							SetValue =				{Width{1'b1}};
	input					Clock, Enable, Reset, Set;
	input	[Width-1:0]		In;
	output reg [Width-1:0]	Out =					Initial  ;
	generate if (AsyncReset) begin:AR
		if (AsyncSet) begin:AS
			always @ (posedge Clock or posedge Reset or posedge Set) begin
				if (Reset) Out <=					ResetValue;
				else if (Set) Out <=				SetValue;
				else if (Enable) Out <=				In;
			end
		end else begin:SS
			always @ (posedge Clock or posedge Reset) begin
				if (Reset) Out <=					ResetValue;
				else if (Set) Out <=				SetValue;
				else if (Enable) Out <=				In;
			end
		end
	end else begin:SR
		if (AsyncSet) begin:AS
			always @ (posedge Clock or posedge Set) begin
				if (Reset) Out <=					ResetValue;
				else if (Set) Out <=				SetValue;
				else if (Enable) Out <=				In;
			end
		end else begin:SS
			always @ (posedge Clock) begin
				if (Reset) Out <=					ResetValue;
				else if (Set) Out <=				SetValue;
				else if (Enable) Out <=				In;
			end
		end
	end endgenerate
endmodule
module UART(
  input   Clock,
  input   Reset,
  input   [7:0] DataIn,
  input         DataInValid,
  output        DataInReady,
  output  [7:0] DataOut,
  output        DataOutValid,
  input         DataOutReady,
  input         SIn,
  output        SOut
);
  parameter ClockFreq =                   50_000_000;
  parameter BaudRate  =                   115_200;
  wire      SOutInt, SInInt;
  IORegister            #(.Width(         1),
                          .Initial(       1'b1))
                    txreg(.Clock(         Clock),
                          .Reset(         1'b0),
                          .Set(           Reset),
                          .Enable(        1'b1),
                          .In(            SOutInt),
                          .Out(           SOut)),
                    rxreg(.Clock(         Clock),
                          .Reset(         1'b0),
                          .Set(           Reset),
                          .Enable(        1'b1),
                          .In(            SIn),
                          .Out(           SInInt));
  UATransmit           #( .ClockFreq(     ClockFreq),
                          .BaudRate(      BaudRate))
              uatransmit( .Clock(         Clock),
                          .Reset(         Reset),
                          .DataIn(        DataIn),
                          .DataInValid(   DataInValid),
                          .DataInReady(   DataInReady),
                          .SOut(          SOutInt));
  UAReceive            #( .ClockFreq(     ClockFreq),
                          .BaudRate(      BaudRate))
               uareceive( .Clock(         Clock),
                          .Reset(         Reset),
                          .DataOut(       DataOut),
                          .DataOutValid(  DataOutValid),
                          .DataOutReady(  DataOutReady),
                          .SIn(           SInInt));
endmodule
module UAReceive(
  input   Clock,
  input   Reset,
  output  [7:0] DataOut,
  output        DataOutValid,
  input         DataOutReady,
  input         SIn
);
  function integer log2;
  input integer x;
  begin
    x = x-1;
    for (log2 = 0; x > 0; log2 = log2 + 1)
      x = x >> 1;
  end
endfunction
  parameter   ClockFreq         =   100_000_000;
  parameter   BaudRate          =   115_200;
  localparam  SymbolEdgeTime    =   ClockFreq / BaudRate;
  localparam  SampleTime        =   SymbolEdgeTime / 2;
  localparam  ClockCounterWidth =   log2(SymbolEdgeTime);
  wire                            SymbolEdge;
  wire                            Sample;
  wire                            Start;
  wire                            RXRunning;
  reg     [9:0]                   RXShift;
  reg     [3:0]                   BitCounter;
  reg     [ClockCounterWidth-1:0] ClockCounter;
  reg                             HasByte;
  assign  SymbolEdge   = (ClockCounter == SymbolEdgeTime - 1);
  assign  Sample        = ClockCounter == SampleTime;
  assign  Start         = !SIn && !RXRunning;
  assign  RXRunning     = BitCounter != 4'd0;
  assign  DataOut = RXShift[8:1];
  assign  DataOutValid = HasByte && !RXRunning;
  always @ (posedge Clock) begin
    ClockCounter <= (Start || Reset || SymbolEdge) ? 0 : ClockCounter + 1;
  end
  always @ (posedge Clock) begin
    if (Reset) begin
      BitCounter <= 0;
    end else if (Start) begin
      BitCounter <= 10;
    end else if (SymbolEdge && RXRunning) begin
      BitCounter <= BitCounter - 1;
    end
  end
  always @(posedge Clock) begin
    if (Sample && RXRunning) RXShift <= {SIn, RXShift[9:1]};
  end
  always @ (posedge Clock) begin
    if (Reset) HasByte <= 1'b0;
    else if (BitCounter == 1 && SymbolEdge) HasByte <= 1'b1;
    else if (DataOutReady) HasByte <= 1'b0;
  end
endmodule
module UATransmit(
  input   Clock,
  input   Reset,
  input   [7:0] DataIn,
  input         DataInValid,
  output        DataInReady,
  output        SOut
);
  function integer log2;
  input integer x;
  begin
    x = x-1;
    for (log2 = 0; x > 0; log2 = log2 + 1)
      x = x >> 1;
  end
endfunction
  parameter   ClockFreq         =   100_000_000;
  parameter   BaudRate          =   115_200;
  localparam  SymbolEdgeTime    =   ClockFreq / BaudRate;
  localparam  ClockCounterWidth =   log2(SymbolEdgeTime);
	wire	SymbolEdge;
	wire 	Start;
	wire	TXRunning;
	reg	[3:0]	BitCounter;
	reg	[9:0] TXShift;
	reg	[ClockCounterWidth-1 :0]	ClockCounter;
	reg	HasByte;
	assign SymbolEdge = (ClockCounter == SymbolEdgeTime - 1);
	assign Start = !SOut && !TXRunning;
	assign TXRunning = BitCounter != 4'd0;
	assign DataInReady = HasByte && !TXRunning;
	assign SOut = TXShift[0];
	always @ (posedge Clock) begin
		if (Reset) begin
			TXShift[0] <= 1'b1;
		end else if (DataInValid && DataInReady) begin
			TXShift <= {1'b1, DataIn, 1'b0};
		end else if (SymbolEdge && TXRunning && BitCounter >= 2) begin
			TXShift <= TXShift >> 1;
		end
		end
	always @ (posedge Clock) begin
		ClockCounter <= (Start || Reset || SymbolEdge) ? 0 : ClockCounter +1;
		end
	always @ (posedge Clock) begin
		if(Reset) begin
			BitCounter <= 0;
		end else if(Start) begin
			BitCounter <= 10;
		end else if(SymbolEdge && TXRunning) begin
			BitCounter <= BitCounter - 1;
		end
		end
	always @ (posedge Clock) begin
		if (Reset) HasByte <= 1'b1;
		else if (BitCounter == 1 && SymbolEdge) HasByte <= 1'b1;
		else if (DataInValid) HasByte <=1'b0;
	end
endmodule
==> impl_report.txt <==
=== SYNTHESIS / PLACE & ROUTE SUMMARY ===
----------------------------------------------------
[Status]
  Status ........................ completed

[STA]
  Endpoints failing setup ........................ 0
  Timing-limited maximum frequency ........................ between 300 and 400 MHz
  Final tally of hold violations ........................ 0
  Post-layout worst setup margin ........................ 409 ps
  Slew @ Worst Pin ........................ around 650 ps
  Worst slew margin relative to its limit ........................ 56.5%
  Fin Setup TNS ........................ 0 ps
  Period minus WS final ........................ 2690 ps
  Pins Over Slew Limit ........................ 0
  Portion of the clock cycle consumed by the worst path in the final layout ........................ just under 90%
  RSZ-0062 raised after global routing ........................ no
  Worst clock skew ........................ about 4.5 ps

[Logic synthesis]
  Yosys warning total ........................ 3
  Yosys-reported design area after synthesis ........................ approximately 2200 um2
  Asr flop ratio synth ........................ 0%
  Mean post-synth cell area ........................ roughly 11 um2
  Mapped Area ........................ 2210 um2
  Count of library flops with an enable pin ........................ 18
  Instance count of the mapped netlist ........................ 206
  Top flip-flop cell by instance count after synthesis ........................ sky130_fd_sc_hd__dfxtp_1
  Cells in synth_stat.txt ........................ roughly 200
  Post-synthesis cell type count ........................ between 40 and 50
  Flip-flop and latch count after synthesis ........................ just under 50
  Sequential-to-total area share from yosys stat ........................ 52.5%

[Detailed routing]
  Total antenna diodes in the routed design ........................ 0
  Average wire per cell in the routed design ........................ approximately 10 um
  Routed via count divided by cell count ........................ about 4.4
  Number of routed nets with antenna violations ........................ 0
  DR DRC count ........................ 0
  Via total after detailed routing ........................ between 1000 and 1500
  First-pass iteration count of the detailed router ........................ 4
  Violation tally from detailed-route iteration zero ........................ about 70
  Routed wire length ........................ ~3200 um

[Cells and area]
  Most common logic cell in the routed design ........................ sky130_fd_sc_hd__nor2_1
  Filler-free cell count of the finished design ........................ ~320
  Area overhead of the layout relative to synthesis ........................ 17.6%
  FF/Latch Area ........................ between 1000 and 1500 um2
  Core occupancy in the finished layout ........................ a little under two fifths
  Logic area ........................ between 900 and 1000 um2
  Share of post-route cells with drive strength above 1 ........................ a little under an eighth
  Total of fill cells in the finished design ........................ 686
  Top Layout Cells ........................ sky130_fd_sc_hd__nor2_1 (34), sky130_fd_sc_hd__dfxtp_1 (31), sky130_fd_sc_hd__clkdlybuf4s50_1 (23)

[Global routing]
  First-pass GRT wire length ........................ ~6000 um
  Number of antenna violations at the first check in global routing ........................ 0
  Vias in the first global route ........................ around 1400
  Maximum number of pins on one net before global-route repair ........................ 19
  Residual overflow from global routing ........................ 0
  Total global-route track usage ........................ roughly a tenth

[Power]
  Power per cell area ........................ about 480 nW/um2
  Maximum VDD drop ........................ 204 uV
  Leak pwr ........................ around 0.9 nW

[Floorplan]
  Area of the core region ........................ 6940 um2
  Count of boundary I/O pins ........................ 24
  Starting Density ........................ between 30% and 40%
  Die Span X ........................ about 90 um
  Die Area ........................ 7730 um2
  Die Y-Extent ........................ 87.9 um
  Row count ........................ 30

[Clock tree]
  Root Buffer ........................ sky130_fd_sc_hd__clkbuf_8
  Maximum count of clock buffers along a single path ........................ 2
  CTS tree ........................ done
  Number of clock buffers inserted by TritonCTS ........................ 5
  Clock latency of the later-clocked register in the worst-skew pair ........................ a little under 300 ps
  Clock slew at reported path FFs ........................ around 80 ps
  Number of sinks driven by the clock tree ........................ roughly 49
  # hold bufs at CTS ........................ 0
  Number of buffers added for setup after CTS ........................ 0
  Resize count post-CTS ........................ 0
  Depth of the CTS H-tree ........................ 2

[Worst setup path]
  Element type at the critical path start ........................ flop
  Startpoint of the most critical register-to-register path ........................ uareceive.BitCounter[0]$_SDFFE_PP0P_
  Minimum setup slack among reg-to-reg paths ........................ between 1000 and 1500 ps
  Worst R2R End ........................ uareceive.ClockCounter[7]$_SDFF_PP0_
  Required time reported for the critical path endpoint ........................ approximately 2500 ps
  Max Fanout on Critical Path ........................ 5
  Worst Setup Path Type ........................ reg2out
  Count of cells along the worst register-to-register path ........................ 6
  Worst setup EP type ........................ output port
  Arrival time at the worst endpoint ........................ between 2000 and 2500 ps

[Worst hold path]
  Destination of the worst hold path ........................ uareceive.RXShift[8]$_DFFE_PP_
  Classification of the worst-slack hold path ........................ reg2reg
  Worst hold path cell count ........................ 0
  Launch point of the worst hold path ........................ uareceive.RXShift[9]$_DFFE_PP_

[Placed design]
  Post-Place Setup Slack ........................ 707 ps
  HPWL reported at the end of detailed placement ........................ between 2000 and 2500 um
  Port Buffer Count ........................ 23
  # placed instances ........................ between 300 and 400
  GPL Wtd Cong ........................ 0.776

[Flow run]
  Max Cap Viol ........................ 0
  Tool Warnings ........................ 32

----------------------------------------------------
==> metrics by stage <==
step                power, W  hold slack (ps)  area [um2]
floorplan           0.000806              400        2210
global route         0.00133              458        2600
detailed placement  0.000848              412        2500
finish               0.00126              430        2600
global placement    0.000846              408        2500
CTS                  0.00128              432        2600
==> worst max-delay path by stage <==
stage	startpoint	end	slack, ps	cells after the start
finish	uareceive.BitCounter[0]$_SDFFE_PP0P_	DataOutValid	410	5
global route	uareceive.BitCounter[0]$_SDFFE_PP0P_	DataOutValid	200	5
CTS	uareceive.BitCounter[0]$_SDFFE_PP0P_	DataOutValid	380	5
==> cells by family after synthesis <==
group / count (synthesis) / synth area share, %
buffers and inverters: 25 / 5.71
DFF: 49 / 52.5
and+or+nand+nor: 84 / 20.9
muxes: 8 / 4.07
AOI/OAI and AO/OA: 14 / 4.75
adders and majority gates: 11 / 6.22
xor gates and xnor gates: 15 / 5.94
==> cell type report <==
type	instances	area share, %
inverter	12	1.73
tap	96	4.61
sequential	49	44.6
clock inverter	2	1.30
multi-input combinational	132	35.6
timing repair buffer	25	9.42
clock buffer	6	2.79
==> cells in the mapped netlist, types with 2 or more instances <==
cell type / n / share of area (%)
sky130_fd_sc_hd__a211oi_1: 2 / 0.68
sky130_fd_sc_hd__a21oi_1: 5 / 1.1
sky130_fd_sc_hd__a311o_1: 2 / 0.90
sky130_fd_sc_hd__buf_2: 2 / 0.45
sky130_fd_sc_hd__buf_4: 8 / 2.7
sky130_fd_sc_hd__clkbuf_1: 2 / 0.34
sky130_fd_sc_hd__dfxtp_1: 31 / 28
sky130_fd_sc_hd__edfxtp_1: 18 / 24
sky130_fd_sc_hd__ha_1: 11 / 6.2
sky130_fd_sc_hd__inv_1: 12 / 2.0
sky130_fd_sc_hd__mux2_2: 8 / 4.1
sky130_fd_sc_hd__nand2_1: 6 / 1.0
sky130_fd_sc_hd__nand3_1: 7 / 1.6
sky130_fd_sc_hd__nand4_1: 4 / 1.1
sky130_fd_sc_hd__nor2_1: 34 / 5.8
sky130_fd_sc_hd__nor2b_1: 2 / 0.57
sky130_fd_sc_hd__nor3_1: 9 / 2.0
sky130_fd_sc_hd__or2_2: 2 / 0.57
sky130_fd_sc_hd__or3_1: 2 / 0.57
sky130_fd_sc_hd__or4_1: 2 / 0.68
sky130_fd_sc_hd__xnor2_1: 12 / 4.7
sky130_fd_sc_hd__xor2_1: 3 / 1.2
==> routing by layer <==
| layer | global-route usage [%] | vias to the layer above | wire [um] |
|---|---|---|---|
| met5 | 0 | - | 0 |
| met1 | 15.7 | 636 | 1720 |
| met4 | 1.64 | 0 | 30 |
| li1 | - | 743 | - |
| met2 | 14.2 | 19 | 1370 |
| met3 | 2.10 | 4 | 108 |
==> sequential cells by signal, indices dropped and copies added (netlist names) <==
register                 flops
uatransmit.TXShift          10
uareceive.ClockCounter       9
uareceive.RXShift            9
uatransmit.ClockCounter      9
uareceive.BitCounter         4
uatransmit.BitCounter        4
rxreg.Out                    1
txreg.Out                    1
uareceive.HasByte            1
uatransmit.HasByte           1
==> power by group <==
group | switching (W) | internal (W)
clock | 0.000190 | 0.000238
sequential | 0.0000178 | 0.000691
combinational | 0.0000564 | 0.0000666
==> worst max-delay path, stage by stage, from the launching register on <==
cell and delay, ps:
sky130_fd_sc_hd__dfxtp_1 350, sky130_fd_sc_hd__inv_1 110, sky130_fd_sc_hd__ha_1 190, sky130_fd_sc_hd__nor3b_1 470, sky130_fd_sc_hd__and2_1 210, sky130_fd_sc_hd__clkdlybuf4s50_1 450
Power is estimated from default activity; no workload was simulated.
