==> /design/flow/run.sh <==
#!/bin/bash
# OpenROAD 26Q1-2900-gdf79404cd8, Yosys 0.63+post, stock flow scripts
make -C /OpenROAD-flow-scripts/flow DESIGN_CONFIG=/design/flow/config.mk WORK_HOME=/design/flow/orfs finish
==> /design/flow/constraint.sdc <==
current_design ALUdec

set clk_period 1.7
set clk_io_pct 0.2

create_clock -name clk0 -period $clk_period

set non_clock_inputs [all_inputs -no_clocks]
set_input_delay [expr $clk_period * $clk_io_pct] -clock clk0 $non_clock_inputs
set_output_delay [expr $clk_period * $clk_io_pct] -clock clk0 [all_outputs]
==> /design/flow/design.v <==
module ALUdec(
  input [5:0] funct, opcode,
  output reg [3:0] ALUop
);
	always @ (*) 
		case (opcode)
			6'b100000, 6'b100001, 6'b100011, 6'b100100, 6'b100101, 6'b101000, 6'b101001, 6'b101011: ALUop = 4'd0;
			6'b001001: ALUop = 4'd0;
			6'b001010: ALUop = 4'd2;
			6'b001011: ALUop = 4'd3;
			6'b001100: ALUop = 4'd4;
			6'b001101: ALUop = 4'd5;
			6'b001110: ALUop = 4'd6;
			6'b001111: ALUop = 4'd7;
			6'b000000:
				case (funct)
					6'b000000: ALUop = 4'd8;
					6'b000010: ALUop = 4'd9;
					6'b000011: ALUop = 4'd10;
					6'b000100: ALUop = 4'd8; 
					6'b000110: ALUop = 4'd9;
					6'b000111: ALUop = 4'd10;
					6'b100001: ALUop = 4'd0;
					6'b100011: ALUop = 4'd1;
					6'b100100: ALUop = 4'd4;
					6'b100101: ALUop = 4'd5;
					6'b100110: ALUop = 4'd6;
					6'b100111: ALUop = 4'd11;
					6'b101010: ALUop = 4'd2;
					6'b101011: ALUop = 4'd3;
				default: ALUop = 4'd15;
				endcase
		default: ALUop = 4'd15;
		endcase		
endmodule
==> /design/flow/config.mk <==
export PLATFORM = sky130hd
export DESIGN_NAME = ALUdec
export DESIGN_NICKNAME = ALUdec
export VERILOG_FILES = /design/flow/design.v
export SDC_FILE = /design/flow/constraint.sdc
export NUM_CORES = 4
export LEC_CHECK = 1
export CORE_AREA = 10 10 70 70
export DIE_AREA = 0 0 80 80
==> results.txt <==
fresh numbers from the pnr run: status finished, violations left, failing checks negative setup slack, Non-Filler Instances 118, tool warning count 37, fillers 374, average size of a mapped cell 6.629 um^2, startpoint types input port, P_leak 0.2527 nW, total global-route track usage 0.03140, first-pass GRT wire length 1773 um, crit path max fanout 4, Unique cell types 22, Post-Route Setup TNS -0.02463 ns, Worst Setup Slack, final -0.02463 ns, Chip Width 80 um, Req. time, crit path 1.36 ns, RSZ-0062 raised after global routing yes, Ys Warns 1, drt total wl 1061 um, antenna-violating nets left 0, die extent in y 80 um, Reg area 0 um^2, vias in the first global route 440, Fin Hold WS 1.174 ns, Setup CP Type input port to output pin, PwrDens 189.0 nW/um^2, worst min path class input port to output pin, placed cells 115, synthesized instance count 47, P&R area growth vs syn 110.8%, Vias 431, pre-CTS setup slack -0.8276 ns, fin. max-slew vios 0, arrival time worst endpoint 1.38 ns, Final Hold Viols 0, TritonRoute pass-1 iters 4, post-synthesis cell area 311.5 um^2, MI comb area 371.6 um^2, Setup crit end kind output pin, pin count of the biggest net entering global routing 10, Vias/cell 3.653, DRT iter0 DRCs 36, Final period util 1.014, Placer Congestion 0.7564, Max Clock Freq 579.8 MHz, drt drc 0, fin crit period 1.725 ns, Initial Util 0.09121, VDD IR max 0.02540 mV, FP Rows 21, Max-Slew Margin vs Limit 0.8440, post-layout instance area 656.9 um^2, setup violators final 1, antenna violations before repair 0, cell area after placement 574.3 um^2, IO Count 16, Port Buffers 16, DR WL/cell 8.992 um, layout cells sized above 1 0.4861, YS chip area 311.5 um^2, gr ovfl total 0, cts hold-fix bufs 0, Post-DP HPWL 867.3 um, clkbuf count 0, Max Cap Viol 0, Antenna diodes 0, core footprint 3416 um^2, Flop Count 0, worst-margin pin slew 0.2304 ns, chip area 6400 um^2, Synth Seq Share 0, cells in synth_stat.txt 47
[routing by layer]
metal / routed length (um) / vias to the layer above / share of wire / GRT usage
met2: 498 / 16 / 0.47 / 0.05939
met4: 0 / 0 / 0 / 0
li1: - / 227 / - / -
met3: 62 / 0 / 0.058 / 0.004545
met5: 0 / - / 0 / 0
met1: 499 / 188 / 0.47 / 0.03823
[cell usage in the layout (no fill, tap or decap), types with 2 or more instances in the layout]
cell type / Yosys / final
buf_4: 0 / 7
dlygate4sd2_1: 0 / 6
inv_1: 5 / 4
nor2_1: 8 / 4
buf_6: 0 / 4
buf_2: 0 / 4
nor2_2: 0 / 3
o211ai_1: 3 / 3
nor2b_1: 3 / 3
nand2b_1: 5 / 3
o21ai_1: 2 / 3
clkdlybuf4s15_2: 0 / 3
nand2b_4: 0 / 2
o311ai_1: 1 / 2
a21oi_2: 0 / 2
ha_4: 0 / 2
ha_2: 0 / 2
[repair_timing]
item / 4_1_cts / 5_1_grt
buffers inserted: 2 / 1
endpoints found under the setup margin: 4 / 4
gates resized: 61 / 2
pin swaps: 15 / 6
[stage by stage]
step	util	total power, W
2_1_floorplan	-	0.00003873
6_report	0.1923	0.0001241
5_1_grt	0.1923	0.0001385
3_3_place_gp	0.1681	0.0001124
4_1_cts	0.1916	0.0001232
3_5_place_dp	0.1681	0.0001129
[critical path: stages]
cell	delay (ns)
dlygate4sd2_1	0.27
nor2_1	0.16
nand3_2	0.12
a221o_1	0.28
o311ai_1	0.07
buf_2	0.14
[Yosys cell counts (all sizes together), types with 2 or more instances]
library cell / n / share of area
o21ai: 3 / 0.048
nor2b: 3 / 0.060
inv: 5 / 0.060
nand2b: 5 / 0.10
a21oi: 3 / 0.048
o311ai: 2 / 0.056
o211ai: 3 / 0.072
ha: 4 / 0.16
nor2: 8 / 0.096
[worst paths after layout]
path      start  endpoint  depth (start not counted)
min   opcode[5]  ALUop[3]                          5
max   opcode[0]  ALUop[2]                          6
[final cells by class]
| cell class | instances | share of cell area |
|---|---|---|
| Timing Repair Buffer | 25 | 0.3181 |
| Inverter | 5 | 0.02857 |
| Tap cell | 46 | 0.08762 |
| Multi-Input combinational cell | 42 | 0.5657 |
[cells by family after synthesis]
kind of cell / after synthesis / synth area share
simple gates: 20 / 0.3494
compound gates: 18 / 0.4297
buf+inv: 5 / 0.06025
fa+ha+maj: 4 / 0.1606
[power by group]
part           total (W)  switching, W  internal, W
logic           0.000124     0.0000557    0.0000684
clock network          0             0            0
registers              0             0            0
No activity file was given, so power comes from the tool's default toggle rates.
