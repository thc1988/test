### flow/run.sh
#!/bin/bash
# OpenROAD 26Q1-2900-gdf79404cd8, Yosys 0.63+post, stock flow scripts
make -C /OpenROAD-flow-scripts/flow DESIGN_CONFIG=/design/flow/config.mk WORK_HOME=/design/flow/orfs finish
### flow/config.mk
export PLATFORM = sky130hd
export DESIGN_NAME = ALU
export DESIGN_NICKNAME = ALU
export VERILOG_FILES = /design/flow/design.v
export SDC_FILE = /design/flow/constraint.sdc
export NUM_CORES = 4
export LEC_CHECK = 1
export CORE_UTILIZATION = 50
### flow/constraint.sdc
current_design ALU

set clk_period 17.5
set clk_io_pct 0.2

create_clock -name clk0 -period $clk_period

set non_clock_inputs [all_inputs -no_clocks]
set_input_delay [expr $clk_period * $clk_io_pct] -clock clk0 $non_clock_inputs
set_output_delay [expr $clk_period * $clk_io_pct] -clock clk0 [all_outputs]
### flow/design.v
module ALU(
    input [31:0] A,B,
    input [3:0] ALUop,
    output reg [31:0] Out
);
	always @ (*) 
		case(ALUop)
			4'd0: Out = A + B;
			4'd1: Out = A - B;
			4'd2: Out = ($signed(A) < $signed(B));
			4'd3: Out = A < B;
			4'd4: Out = A & B;
			4'd5: Out = A | B;
			4'd6: Out = A ^ B;
			4'd7: Out = {B,16'b0};
			4'd8: Out = B << A;
			4'd9: Out = B >> A;
			4'd10: Out = $signed (B) >>> A;
			4'd11: Out = ~A & ~B;
			4'd15: Out = 32'hxxxxxxxx;
		default : Out = 32'hxxxxxxxx;
		endcase
endmodule
==> impl_metrics.yaml <==
# physical design summary
logic_synthesis:
  synth.cell_area_um2: 10400
  yosys_warnings: 1
  synth_chip_area_um2: 10400
  yosys.stat.seqShare_pct: 0
  synthCells: 1541
  most_common_cell: "nand2_1"
  top_cells_by_area: "ha_1 12%, mux4_2 8.0%, mux2i_1 7.4%"
  yosysUniqueCellTypes: 93
  ys_cells: 1541
  ys_top_cells_by_count: "183 x nand2_1, 149 x a21oi_1, 147 x nor2_1"
  yosys.area.top_type: "ha_1"
  postSynthAreaPerCell_um2: 6.73
  netlist.area_leader.share_pct: 12.0
cells_and_area:
  area_growth_pct: 8.59
  register_area_um2: 0
  drive_above_1_share_pct: 8.93
  logic_area_um2: 9290
  ff_count: 0
  fillers: 1979
  clock_buffers: 0
  final_area_um2: 11300
power_and_ir_drop:
  p_leak_nw: 4.57
  switchingPower_mw: 0.225
  vdd_ir_drop_max_mv: 0.0171
  p_sw_share_pct: 60.0
  p_per_area_nw_per_um2: 33.3
  internal_power_mw: 0.150
global_routing:
  track_usage_pct: 46.7
  antenna_found_initial: 4
  grt_pass1_vias: 11400
  grt_max_degree: 69
  gr-total-overflow: 0
  grt_pass1_wl_um: 73700
final_timing:
  finalSetupTns_ps: 0
  fin_crit_sh_pct: 67.7
  max_freq_mhz: 84.4
  setup_violations: 0
  period_needed_ps: 11850
  slew_violations: 0
  tightest_slew_ps: 1030
  hold_viol: 0
  rsz0062_at_grt: "no"
  slew_headroom_pct: 30.8
detailed_routing:
  detail_route.vias_per_cell: 7.07
  first_pass_iters: 6
  drc_errors: 0
  num_vias: 12800
  ant_nets: 0
  wl_per_cell_um: 27.5
  drt-total-wl_um: 49800
  drtIter0Drc: 1610
placed_design:
  port-buffer-count: 100
  place_hpwl_um: 37900
  place.gp.congestion: 1.12
  dpl_cell_area_um2: 11200
critical_path:
  cp.required_ps: 14000
  end_kind: "primary output"
  critPathMostFrequentCell: "clkdlybuf4s50_1"
  slowest_delay_ps: 530
  cp_top_family: "AND-OR/OR-AND gates"
  arrival_ps: 8350
  path_buffers: 4
  worstSetupStartpointType: "primary input"
  critPathMaxFanout: 41
  crit_type: "in2out"
  slowest_stage: "ha_1"
  cp_cell_sequence: "clkdlybuf4s50_1, buf_4, clkinv_1, ha_1, a21oi_1, nor2_1, nor3b_1, a2bb2oi_1, o211a_1, o41a_1, o21ai_0, a21o_1, a2111oi_2, o22ai_1, clkdlybuf4s50_1"
cts:
  cts_resized: 0
  cts-hold-fix-buffers: 0
  postCtsSetupBuffers: 0
min_path:
  hp-class: "in2out"
floorplanning:
  io-pin-count: 100
  core-area_um2: 20300
  num_rows: 52
  fp.dieH_um: 146
  chipArea_um2: 21300
  fp-utilization_pct: 51.1
  die_w_um: 146
flow_run:
  warnings: 99
  max_cap_violations: 0
status:
  status: "complete, no violations"
## cell type report
| type | instances | area share, % |
|---|---|---|
| diodes | 4 | 0.0889 |
| inverters | 109 | 3.63 |
| multi-input cells | 1295 | 82.5 |
| well taps | 270 | 3.00 |
| repair buffers | 131 | 10.8 |
## path summary, 6_finish.rpt
check / from / cells past startpoint / to
min: A[3] / 7 / Out[4]
max: A[5] / 15 / Out[31]
## worst min-delay path, delay by kind of cell
| family | cells | cell delay [ps] |
|---|---|---|
| buffers and inverters | 2 | 540 |
| AOI/OAI and AO/OA | 2 | 210 |
| adders and majority gates | 1 | 250 |
| xor gates and xnor gates | 1 | 120 |
| and+or+nand+nor | 1 | 70 |
## routing by layer
layer | global-route usage, % | wire [um] | up-vias
met4 | 24.0 | 3130 | 2
met2 | 67.1 | 20900 | 966
li1 | - | - | 5723
met5 | 2.05 | 11 | -
met1 | 65.2 | 19600 | 5952
met3 | 11.5 | 6170 | 151
## power groups by stage
stage                 combinational [mW]  sequential (mW)  clock, mW
after CTS                          0.363                0          0
after global routing               0.398                0          0
## stage by stage
stage	instances	util [%]	setup slack [ps]	power (mW)	hold WS, ps
3_5_place_dp	1805	55.4	5740	0.361	8170
3_3_place_gp	1805	55.4	5670	0.361	8170
6_report	1809	55.4	5650	0.375	8190
5_1_grt	1805	55.4	5300	0.398	8280
2_1_floorplan	1541	-	7280	0.231	7220
4_1_cts	1805	55.4	5710	0.363	8180
## placed cells by master (no fill, tap or decap), types with 6 or more instances in the layout
| master | Yosys | final |
|---|---|---|
| and2_1 | 12 | 12 |
| xnor2_1 | 16 | 16 |
| a21oi_1 | 149 | 149 |
| nand4_1 | 7 | 7 |
| nor3_1 | 33 | 33 |
| o21ai_1 | 18 | 18 |
| o221ai_1 | 8 | 8 |
| o2111ai_1 | 8 | 8 |
| mux2i_1 | 77 | 77 |
| mux4_2 | 37 | 37 |
| nor2b_1 | 8 | 8 |
| inv_2 | 5 | 6 |
| a21o_1 | 7 | 7 |
| o21ai_0 | 115 | 115 |
| o21bai_1 | 9 | 9 |
| a221oi_1 | 32 | 32 |
| nand2_1 | 183 | 183 |
| or3_1 | 8 | 8 |
| mux2_2 | 21 | 21 |
| o22ai_1 | 15 | 15 |
| a22o_1 | 18 | 18 |
| nand2b_1 | 7 | 7 |
| a22oi_1 | 11 | 11 |
| nor2_1 | 147 | 147 |
| ha_1 | 99 | 99 |
| a31oi_1 | 11 | 11 |
| buf_4 | 10 | 32 |
| nor4_1 | 11 | 11 |
| a221o_1 | 10 | 10 |
| and3_1 | 13 | 13 |
| inv_1 | 103 | 102 |
| clkdlybuf4s50_1 | 0 | 95 |
| a211o_1 | 6 | 6 |
| o211ai_1 | 29 | 29 |
| a211oi_1 | 26 | 26 |
| o31ai_1 | 11 | 11 |
| nand3_1 | 28 | 28 |
## kinds of logic (layout without fill, tap and decap cells)
logic type / Yosys count / count (layout) / share of synthesized area [%]
compound gates: 559 / 559 / 36.8
simple gates: 481 / 481 / 21.0
buf+inv: 246 / 240 / 10.5
mux: 136 / 136 / 17.9
fa+ha+maj: 101 / 101 / 12.3
xor+xnor: 18 / 18 / 1.52
other cells: 0 / 4 / 0
Power and IR drop assume default switching activity.
